[run.sh]
#!/bin/bash
# OpenROAD 26Q1-2900-gdf79404cd8, Yosys 0.63+post, stock flow scripts
make -C /OpenROAD-flow-scripts/flow DESIGN_CONFIG=/design/flow/config.mk WORK_HOME=/design/flow/orfs finish
[config.mk]
export PLATFORM = sky130hd
export DESIGN_NAME = LogisimClockComponent
export DESIGN_NICKNAME = LogisimClockComponent
export VERILOG_FILES = /design/flow/design.v
export SDC_FILE = /design/flow/constraint.sdc
export NUM_CORES = 4
export LEC_CHECK = 1
export CORE_AREA = 10 10 70 70
export DIE_AREA = 0 0 80 80
[constraint.sdc]
current_design LogisimClockComponent

set clk_period 1.6
set clk_io_pct 0.2

create_clock -name clk0 -period $clk_period [get_ports {GlobalClock}]

set non_clock_inputs [all_inputs -no_clocks]
set_input_delay [expr $clk_period * $clk_io_pct] -clock clk0 $non_clock_inputs
set_output_delay [expr $clk_period * $clk_io_pct] -clock clk0 [all_outputs]
[design.v]
module LogisimClockComponent( ClockTick,
                              GlobalClock,
                              ClockBus);
   parameter NrOfBits = 1;
   parameter LowTicks = 1;
   parameter HighTicks = 1;
   input  ClockTick;
   input  GlobalClock;
   output[4:0] ClockBus;
   wire s_counter_is_zero;
   wire[NrOfBits-1:0] s_counter_next;
   reg[NrOfBits-1:0] s_counter_reg;
   reg s_derived_clock_reg;
   reg[3:0] s_output_regs;
   assign ClockBus = {GlobalClock,s_output_regs};
   always @(posedge GlobalClock)
   begin
      s_output_regs[0] <= s_derived_clock_reg;
      s_output_regs[1] <= ~s_derived_clock_reg;
      s_output_regs[2] <= ~s_derived_clock_reg & ClockTick & s_counter_is_zero;
      s_output_regs[3] <= s_derived_clock_reg & ClockTick & s_counter_is_zero;
   end
   assign s_counter_is_zero = (s_counter_reg == 0) ? 1'b1 : 1'b0;
   assign s_counter_next = (s_counter_is_zero == 1'b0) ? s_counter_reg - 1 :
                           (s_derived_clock_reg == 1'b1) ? LowTicks - 1 :
                                                           HighTicks - 1;
   initial
   begin
      s_output_regs = 0;
      s_derived_clock_reg = 0;
      s_counter_reg = 0;
   end
   always @(posedge GlobalClock)
   begin
      if (s_counter_is_zero & ClockTick)
      begin
         s_derived_clock_reg <= ~s_derived_clock_reg;
      end
   end
   always @(posedge GlobalClock)
   begin
      if (ClockTick)
      begin
         s_counter_reg <= s_counter_next;
      end
   end
endmodule
==> flow_summary.rst <==
Run summary
-----------

.. list-table::
   :header-rows: 1

   * - Metric
     - Value
   * - Total cells reported by yosys after synthesis
     - 12
   * - Post-Route Skew
     - 0.0121 ns
   * - Worst endpoint required time
     - 1.28 ns
   * - Vias in the first global route
     - 161
   * - Setup Fix Bufs, Post-CTS
     - 0
   * - Post-detailed-route DRC marker count
     - 0
   * - Pre-placement core utilization
     - 5.20%
   * - Final routed wirelength across all metal layers
     - 396 µm
   * - GR Overflow Total
     - 0
   * - Number of max-slew violations in the final report
     - 0
   * - Total of endpoints with negative setup slack in the final report
     - 0
   * - Crit Path Class
     - clk -> out
   * - Floorplan row count
     - 21
   * - Busiest layer in global routing
     - met3
   * - Async SR Flop Fraction
     - 0%
   * - GR Util met1
     - 1.21%
   * - Unrepaired setup endpoints after global routing
     - no
   * - Worst-Skew Late Latency
     - 0.35 ns
   * - Pleak
     - 0.124 nW
   * - Total Die Area
     - 6400 µm²
   * - Maximum number of pins on one net before global-route repair
     - 5
   * - Initial antenna violation count
     - 0
   * - Status
     - finished clean
   * - Clock transition time at the flip-flop clock pins of the worst setup and hold paths
     - 0.05 ns
   * - Fillers
     - 414
   * - Area contributors post-synth
     - sky130_fd_sc_hd__dfxtp_1 45%, sky130_fd_sc_hd__edfxtp_1 34%, sky130_fd_sc_hd__and3b_1 4.9%
   * - Distinct lib cells
     - 8
   * - Synthesis-stage register bit count
     - 6
   * - Area figure in the yosys stat output
     - 178 µm²
   * - Arrival time reported for the critical path endpoint
     - 1.19 ns
   * - Worst setup path startpoint
     - GlobalClock
   * - Post-route ant nets
     - 0
   * - Final-report hold violation count
     - 0
   * - Gate count of the mapped netlist
     - 12
   * - Die Span X
     - 80 µm
   * - Sequential cell area in the final layout
     - 140 µm²
   * - Weighted congestion reported at the end of routability-driven placement
     - 0.635
   * - Area leader, netlist
     - sky130_fd_sc_hd__dfxtp_1
   * - Via/cell ratio
     - 1.81
   * - Yosys warning total
     - 1
   * - Number of diodes
     - 0
   * - Footprint of the multi-input gates
     - 26.3 µm²
   * - Global-route track usage on met3
     - 2.39%
   * - Power per Cell Area
     - 1400 nW/µm²
   * - Number of iterations in the first detailed-routing pass
     - 2
   * - Total number of warnings across the stage logs
     - 26
   * - Cells after DPL
     - 63
   * - Cell area after synthesis
     - 178 µm²
   * - Count of flip-flops with a built-in enable after synthesis
     - 2
   * - Vias post-DR
     - 127
   * - Type of element capturing the critical path
     - output port
   * - Post-layout power
     - 0.472 mW
   * - Port-buffer cells
     - 6
   * - Startpoint of the lowest-slack hold path
     - s_derived_clock_reg$_DFFE_PP_
   * - Worst Setup Slack, final
     - 0.0885 ns
   * - TNS Setup
     - 0 ns
   * - Layout overhead on the synthesized area
     - 89.4%
   * - Maximum Capacitance Violations
     - 0
   * - Post-route insts no fill
     - 70
   * - Per-cell routed wire length
     - 5.66 µm
   * - Proportion of layout cells with a drive suffix above 1
     - 25.0%
   * - Post-synth seq share
     - 78.9%
   * - Post-placement worst setup slack
     - 0.113 ns
   * - Leading post-synthesis cells by instance count
     - 4 x sky130_fd_sc_hd__dfxtp_1, 2 x sky130_fd_sc_hd__edfxtp_1
   * - Vertical extent of the die
     - 80 µm
   * - Total routing resource utilization after global routing
     - 1.35%
   * - Largest type area fraction
     - 45.1%
   * - Largest driver fanout on the critical path
     - 2
   * - Most frequently used cell type in the post-synthesis netlist
     - sky130_fd_sc_hd__dfxtp_1
   * - Global-route wire length before repair
     - 621 µm
   * - Flip-flop count of the largest register after layout
     - 4
   * - Worst IR drop on VDD
     - 0.243 mV
   * - Final cell utilization of the core
     - 9.85%
   * - Class of the tightest hold or removal check
     - reg -> reg
   * - Kind of start point of the critical path
     - clock port
   * - Area of the core region
     - 3420 µm²
   * - Number of I/O pins
     - 7
   * - Clock tree from TritonCTS
     - built
   * - Main flop type after synthesis
     - sky130_fd_sc_hd__dfxtp_1
   * - M2 GR Usage
     - 0.963%
   * - Post-synthesis average cell area
     - 14.8 µm²
   * - Initial detailed-routing violation count
     - 6
   * - Startpoint of the worst register-to-register path
     - s_counter_reg$_SDFFCE_PN0P_
-- timing repair --
item,4_1_cts,5_1_grt
hold buffers,0,0
gates resized,1,1
cloned,0,0
setup endpoints to repair,1,1
-- through the flow --
| step | cell area (µm²) | hold WS (ns) |
|---|---|---|
| after global placement | 288 | 0.399 |
| after detailed placement | 288 | 0.424 |
| after global routing | 337 | 0.480 |
| final | 337 | 0.447 |
| after floorplan | 178 | 0.386 |
| after CTS | 335 | 0.454 |
-- layout make-up --
cell class	count	area share [%]
multi-input cells	4	7.81
well taps	46	17.1
repair buffers	5	14.9
clock buffers	8	17.5
inverters	1	1.12
flip-flops and latches	6	41.6
-- worst paths after layout --
kind / end / slack, ns / depth (start not counted)
max: ClockBus[4] / 0.09 / 3
max reg2reg: s_derived_clock_reg$_DFFE_PP_ / 0.77 / 1
min reg2reg: s_output_regs[0]$_DFF_P_ / 0.45 / 0
min: s_output_regs[0]$_DFF_P_ / 0.45 / 0
-- critical path: stages --
cell and delay (ns):
sky130_fd_sc_hd__clkbuf_4 0.11, sky130_fd_sc_hd__clkbuf_4 0.12, sky130_fd_sc_hd__clkdlybuf4s15_1 0.16
-- cells in the final DEF (no fill, tap or decap) --
| master | netlist | layout |
|---|---|---|
| sky130_fd_sc_hd__clkbuf_4 | 0 | 6 |
| sky130_fd_sc_hd__nor3b_1 | 1 | 1 |
| sky130_fd_sc_hd__edfxtp_1 | 2 | 2 |
| sky130_fd_sc_hd__and3b_1 | 1 | 1 |
| sky130_fd_sc_hd__clkdlybuf4s50_1 | 0 | 5 |
| sky130_fd_sc_hd__clkdlybuf4s15_1 | 0 | 1 |
| sky130_fd_sc_hd__conb_1 | 1 | 1 |
| sky130_fd_sc_hd__clkbuf_1 | 0 | 1 |
| sky130_fd_sc_hd__nor2b_1 | 1 | 1 |
| sky130_fd_sc_hd__dfxtp_1 | 4 | 4 |
| sky130_fd_sc_hd__inv_1 | 1 | 1 |
-- routing by layer --
| layer | up-vias | wire length, µm |
|---|---|---|
| met4 | 0 | 4 |
| met3 | 2 | 115 |
| met5 | - | 0 |
| li1 | 60 | - |
| met2 | 10 | 129 |
| met1 | 55 | 147 |
-- where the power goes --
| part | internal, mW | total, mW | leakage (nW) | switching, mW |
|---|---|---|---|---|
| Clock | 0.206 | 0.287 | 0.0333 | 0.0807 |
| Combinational | 0.0115 | 0.0156 | 0.0379 | 0.00411 |
| Sequential | 0.166 | 0.170 | 0.0525 | 0.00337 |
| Total | 0.384 | 0.472 | 0.124 | 0.0882 |
-- cells by family (layout without fill, tap and decap cells) --
family / after synthesis / in the layout / synth area share (%)
buf+inv: 2 / 14 / 6.34
simple gates: 3 / 3 / 12.7
flops: 6 / 6 / 78.9
other cells: 1 / 1 / 2.11
No activity file was given, so power comes from the tool's default toggle rates.
